===== flow/run.sh =====
#!/bin/bash
# OpenROAD 26Q1-2900-gdf79404cd8, Yosys 0.63+post, stock flow scripts
make -C /OpenROAD-flow-scripts/flow DESIGN_CONFIG=/design/flow/config.mk WORK_HOME=/design/flow/orfs finish

===== flow/config.mk =====
export PLATFORM = sky130hd
export DESIGN_NAME = DriverRGB
export DESIGN_NICKNAME = DriverRGB
export VERILOG_FILES = /design/flow/design.v
export SDC_FILE = /design/flow/constraint.sdc
export NUM_CORES = 4
export LEC_CHECK = 1
export CORE_UTILIZATION = 50

===== flow/constraint.sdc =====
current_design DriverRGB

set clk_period 17.5
set clk_io_pct 0.2

create_clock -name clk0 -period $clk_period [get_ports {sysclk}]

set non_clock_inputs [all_inputs -no_clocks]
set_input_delay [expr $clk_period * $clk_io_pct] -clock clk0 $non_clock_inputs
set_output_delay [expr $clk_period * $clk_io_pct] -clock clk0 [all_outputs]

===== flow/design.v =====
`timescale 1ns / 1ps
module DriverRGB(input sysclk,
    input [31:0] red,
	 input [31:0] green,
	 input [31:0] blue,
	 input [31:0] red2,
	 input [31:0] green2,
	 input [31:0] blue2,
	 input [2:0] linesel,
	 input rst,
	 input send,
	 input enable,
	 output reg R1, G1, B1, R2, G2, B2,
	 output reg [2:0] linesel_out,
	 output reg data_clk,
	 output reg regclk_out,
	 output reg output_en,
    output reg ready
    );
	reg [4:0] bitcounter  = 0;
	reg [30:0] R_temp;
	reg [30:0] G_temp;
	reg [30:0] B_temp;
	reg [30:0] R2_temp;
	reg [30:0] G2_temp;
	reg [30:0] B2_temp;
	reg [2:0] linesel_in;
	 parameter st_RESET =   5'b00001;
   parameter st_CLKOUT =  5'b00010;
	parameter st_NEXTBIT = 5'b00100;
   parameter st_REGCLK =  5'b01000;
   parameter st_FINISH =  5'b10000;
	(* FSM_ENCODING="ONE-HOT", SAFE_IMPLEMENTATION="NO" *) reg [4:0] state = st_RESET;
always@(posedge sysclk)
      if (rst) begin
         state <= st_RESET;
         R1 <= 0;
			G1 <= 0;
			B1 <= 0;
			R2 <= 0;
			G2 <= 0;
			B2 <= 0;
			data_clk <= 0;
			regclk_out <= 0;
			output_en <= 1;  
			ready <= 1;
			bitcounter <= 0;
			R_temp <= 0;
			G_temp <= 0;
			B_temp <= 0;
			R2_temp <= 0;
			G2_temp <= 0;
			B2_temp <= 0;
			linesel_out <= 0;
      end
      else
         (* FULL_CASE, PARALLEL_CASE *) case (state)
            st_RESET : begin
					if (!send)
                  state <= st_RESET;		 
               else 
                  state <= st_CLKOUT;		 
					linesel_in <= linesel;		 
					R_temp <= red[31:1];			 
					R1 <= red[0];					 
					G_temp <= green[31:1];		 
					G1 <= green[0];				 
					B_temp <= blue[31:1];		 
					B1 <= blue[0];					 
					R2_temp <= red2[31:1];		 
					R2 <= red2[0];					 
					G2_temp <= green2[31:1];	 
					G2 <= green2[0];				 
					B2_temp <= blue2[31:1];		 
					B2 <= blue2[0];				 
					bitcounter <= 0;				    
					ready <= 1'b1;						 
					regclk_out <= 0;
					data_clk <= 0;
					output_en <= 1'b0;						 
            end
st_CLKOUT : begin
               state <= st_NEXTBIT;
					data_clk <= 1'b1;
					ready <= 0;							 
            end
				st_NEXTBIT : begin
               if (&bitcounter)		      
                  state <= st_REGCLK;
               else
                  state <= st_CLKOUT;	   
					data_clk <= 1'b0;							 
					if (!(&bitcounter)) begin				 
					  R1 <= R_temp[0];						 
					  R_temp <= {1'b0,R_temp[30:1]};		 
					  G1 <= G_temp[0];						 
					  G_temp <= {1'b0,G_temp[30:1]};		 
					  B1 <= B_temp[0];						 
					  B_temp <= {1'b0,B_temp[30:1]};		 
					  R2 <= R2_temp[0];						 
					  R2_temp <= {1'b0,R2_temp[30:1]};		 
					  G2 <= G2_temp[0];						 
					  G2_temp <= {1'b0,G2_temp[30:1]};		 
					  B2 <= B2_temp[0];						 
					  B2_temp <= {1'b0,B2_temp[30:1]};		 
					  bitcounter <= bitcounter + 1'b1;		 
					end
					else
						output_en <= 1'b1;	 
            end
				st_REGCLK : begin
               if (!regclk_out)							 
                  state <= st_REGCLK;
               else 
                  state <= st_FINISH;					 
					regclk_out <= ~regclk_out;
					if (!regclk_out)
					  linesel_out <= linesel_in;
            end
				st_FINISH : begin
               state <= st_RESET;						 
					ready <= 1'b1;
					end
         endcase
endmodule

==> deck_impl_summary.md <==
Synthesis and Place & Route Summary

Clock network
  • Clk sinks: 212
  • Root buf cell: clkbuf_16
  • CTS H-tree depth: 1
  • Clock latency on the worst-skew pair: approximately 0.5 ns
  • CTS clk-pin slew, worst paths: 0.06 ns
  • Post-CTS Setup Repair Bufs: 0
  • CTS resizes: 0
  • CTS tree: built
  • Hold_buf cts: 0
  • CTS max path bufs: 3
  • Num CTS Buffers: 22

Power and ir drop
  • Worst VDD drop: ~0.066 mV
  • Switching power of the nets: 376 uW
  • LEAKAGE: between 4 and 5 nW
  • Power Internal: approximately 1000 uW
  • Logic gate share of total power: 0.218
  • Switching part of the total: 0.276
  • Total power: about 1.4 mW
  • Reg power frac: 0.458
  • Pwr Density: 115 nW/um^2
  • Clock power frac: 0.324

Setup path
  • Worst setup EP type: flip-flop
  • Reg2reg path depth: 3
  • Critical Path AT: ~6 ns
  • Required time of the critical path: between 15 and 20 ns
  • Setup CP Type: in2reg
  • Startpoint Class: input port
  • Critical Path Fanout Max: around 120

Flow run
  • Log Warnings: 34
  • Max-cap violations: 0

STA
  • Endpoints failing hold: 0
  • RSZ-0062 raised after global routing: no
  • Clock Skews: between 0.005 and 0.006 ns
  • Slew @ Worst Pin: a little under 0.9 ns
  • Max Slew Vio Count: 0
  • Fin Hold WS: between 0.4 and 0.5 ns
  • Final period util: 0.322
  • Achievable Freq: ~180 MHz
  • # setup viols final: 0
  • Max-slew headroom: 0.420
  • Min cycle time layout: about 5.6 ns
  • Setup TNS: 0 ns

Logic synthesis
  • Top FF cell, synth: dfxtp_1
  • Synth Instances: between 800 and 900
  • Top cells, area: dfxtp_1, o221a_2, o31a_1, clkbuf_1, buf_2
  • Synth cell types: roughly 50
  • Syn_area_per_cell: around 11 um^2
  • Top cell area share: 0.450
  • Synth flops: about 210
  • Most common cell in the netlist: dfxtp_1
  • Yosys warns: 1
  • Async SR Flop Fraction: 0
  • Synth area leader: dfxtp_1
  • Top cells by count: dfxtp_1, o221a_2, o31a_1
  • Mapped Area: around 9300 um^2
  • Post-synth EDFFs: 3
  • Seq share, synth: 0.460
  • Yosys cell count: around 800
  • Yosys stat area: roughly 9300 um^2

Drt
  • Routed vias/inst: 6.33
  • Routed via count: about 7500
  • Initial DRC Count: roughly 670
  • Routed wire per std cell: 19.1 um
  • Antenna violation net count after detailed routing: 0
  • # DRC: 0
  • Final WL: between 20 and 25 mm
  • DRT Pass-1 Iters: 23

Global routing
  • Initial antenna violation count: 2
  • Tot GR Track Use: 0.240
  • First-pass GRT wire length: 37.2 mm
  • Vias in the first global route: approximately 7100
  • Overflow after GRT: 0
  • Pin count of the biggest net entering global routing: ~200

Placement
  • Placed cell count: approximately 1100
  • RePlAce Congestion: roughly 0.79
  • I/O Buffers: around 210
  • Post-DP HPWL: about 13 mm

Floorplanning
  • Floorplan utilization: 0.514
  • DIE HEIGHT: about 140 um
  • Die W: approximately 140 um
  • Total die size: 19100 um^2
  • Site Rows: about 49
  • Top Ports: roughly 210
  • Area of the core: 18100 um^2

Finish
  • Final Util: 0.659
  • Final Non-Filler Cells: 1183
  • Share of post-route cells with drive strength above 1: 0.253
  • Area grow syn2layout: 28.1%

Min path
  • Hold Crit Class: reg2reg
  • Hold Path Depth: 2

Outcome
  • Run status: completed
-- logic make-up after synthesis --
kind of cell,count (synthesis),share of synthesized area
AOI/OAI and AO/OA,413,0.437
buffers and inverters,127,0.0643
muxes,3,0.00323
adders and majority gates,2,0.00269
and+or+nand+nor,54,0.0334
DFF,212,0.460
-- layout make-up --
type | instances | area, um^2
clock buffers | 32 | 649
fillers | 1319 | 6170
well taps | 229 | 287
repair buffers | 219 | 2180
inverters | 10 | 42.5
clock inverters | 8 | 37.5
diodes | 1 | 2.50
flip-flops and latches | 212 | 4280
multi-input cells | 472 | 4430
-- metal layers --
metal | track usage | vias to the layer above | part of all wire
met4 | 0.0361 | 0 | 0.013
met2 | 0.342 | 210 | 0.44
met1 | 0.393 | 3606 | 0.47
met3 | 0.0533 | 25 | 0.076
met5 | 0 | - | 0
li1 | - | 3652 | -
-- worst paths after layout --
| kind | start | end | slack [ns] |
|---|---|---|---|
| hold / removal | R_temp[30]$_SDFFE_PP0P_ | R_temp[30]$_SDFFE_PP0P_ | 0.48 |
| hold reg to reg | R_temp[30]$_SDFFE_PP0P_ | R_temp[30]$_SDFFE_PP0P_ | 0.48 |
| setup reg to reg | state[0]$_SDFFE_PP1P_ | linesel_in[1]$_DFFE_PP_ | 14.69 |
| setup / recovery | rst | R_temp[1]$_SDFFE_PP0P_ | 11.87 |
-- power groups by stage --
stage                 clock network [mW]  registers (mW)  logic (mW)
after CTS                          0.454           0.624       0.299
after global routing               0.473           0.635       0.324
final                              0.443           0.625       0.297
-- flip-flops by register name, summed over array words and instances (netlist names), 3 cells and up --
name         cells
bitcounter       5
B_temp          31
linesel_out      3
G_temp          31
linesel_in       3
B2_temp         31
G2_temp         31
state            5
R_temp          31
R2_temp         31
-- placed cells by master, fill, tap and decap left out, types with 2 or more instances in the layout --
| cell type | n |
|---|---|
| nor2_1 | 8 |
| dfxtp_1 | 208 |
| clkinv_1 | 4 |
| inv_1 | 9 |
| clkinv_2 | 3 |
| o22ai_1 | 2 |
| o32ai_2 | 6 |
| a21oi_1 | 7 |
| clkbuf_1 | 5 |
| clkbuf_8 | 4 |
| nor4_1 | 2 |
| mux2i_1 | 3 |
| a2bb2oi_1 | 2 |
| buf_4 | 8 |
| edfxtp_1 | 3 |
| nand2_1 | 12 |
| o221a_2 | 186 |
| o21ai_0 | 11 |
| ha_1 | 2 |
| nand3_1 | 7 |
| nand2b_1 | 2 |
| clkdlybuf4s50_1 | 210 |
| o31a_1 | 186 |
| nor2b_1 | 5 |
| clkbuf_16 | 23 |
| nor3_1 | 4 |
-- critical path, cell delays in order --
cell and delay (ns):
clkdlybuf4s50_1 0.40, buf_4 0.23, inv_6 0.65, buf_4 0.80
o31a_1 0.26, o221a_2 0.17
-- stage by stage --
stage               setup WS (ns)  area [um^2]
floorplan                   13.02         9300
CTS                         11.90        11900
global placement            11.44        11200
finish                      11.87        11900
global route                11.68        11900
detailed placement          11.39        11200
Power is estimated from default activity; no workload was simulated.
